**./constraint.sdc**
```tcl
current_design IF_Stage

set clk_period 7.0
set clk_io_pct 0.2

create_clock -name clk0 -period $clk_period [get_ports {clk}]

set non_clock_inputs [all_inputs -no_clocks]
set_input_delay [expr $clk_period * $clk_io_pct] -clock clk0 $non_clock_inputs
set_output_delay [expr $clk_period * $clk_io_pct] -clock clk0 [all_outputs]
```
**./run.sh**
```bash
#!/bin/bash
# OpenROAD 26Q1-2900-gdf79404cd8, Yosys 0.63+post, stock flow scripts
make -C /OpenROAD-flow-scripts/flow DESIGN_CONFIG=/design/flow/config.mk WORK_HOME=/design/flow/orfs finish
```
**./config.mk**
```make
export PLATFORM = sky130hd
export DESIGN_NAME = IF_Stage
export DESIGN_NICKNAME = IF_Stage
export VERILOG_FILES = /design/flow/design.v
export SDC_FILE = /design/flow/constraint.sdc
export NUM_CORES = 4
export LEC_CHECK = 1
export CORE_UTILIZATION = 40
```
**./design.v**
```verilog
module Adder(input[31:0] PC,output[31:0] PC_out);
  assign PC_out = 32'd4 + PC;
endmodule
module IF_Stage(input clk, rst, freeze, branchTaken, input[31:0] branchAddress, output[31:0] PC, instruction);
    wire[31:0] PC_Adder_out, PC_in, PC_out;
    assign PC = PC_Adder_out;
    Mux#(32)mux(branchAddress, PC_Adder_out, branchTaken, PC_in);
    PC_Reg pcReg(PC_in, freeze, rst, clk, PC_out);
    Adder add(PC_out, PC_Adder_out);
    Instruction_Memory instMem(clk, rst, PC_out, instruction);
endmodule
module Instruction_Memory (input clk, rst, input [31:0] PC, output [31:0] instruction);
    reg [7:0] instruction_mem [200:0];
    assign instruction = {instruction_mem[PC + 3], instruction_mem[PC + 2], instruction_mem[PC + 1], instruction_mem[PC]};
    always @(posedge clk, posedge rst) begin
        if(rst) begin
            {instruction_mem[3], instruction_mem[2], instruction_mem[1], instruction_mem[0]} <= 32'b1110_00_1_1101_0_0000_0000_000000010100;  
            {instruction_mem[7], instruction_mem[6], instruction_mem[5], instruction_mem[4]} <= 32'b1110_00_1_1101_0_0000_0001_101000000001;  
            {instruction_mem[11], instruction_mem[10], instruction_mem[9], instruction_mem[8]} <= 32'b1110_00_1_1101_0_0000_0010_000100000011;  
            {instruction_mem[15], instruction_mem[14], instruction_mem[13], instruction_mem[12]} <= 32'b1110_00_0_0100_1_0010_0011_000000000010;  
            {instruction_mem[19], instruction_mem[18], instruction_mem[17], instruction_mem[16]} <= 32'b1110_00_0_0101_0_0000_0100_000000000000;  
            {instruction_mem[23], instruction_mem[22], instruction_mem[21], instruction_mem[20]} <= 32'b1110_00_0_0010_0_0100_0101_000100000100;  
            {instruction_mem[27], instruction_mem[26], instruction_mem[25], instruction_mem[24]} <= 32'b1110_00_0_0110_0_0000_0110_000010100000;  
            {instruction_mem[31], instruction_mem[30], instruction_mem[29], instruction_mem[28]} <= 32'b1110_00_0_1100_0_0101_0111_000101000010;  
            {instruction_mem[35], instruction_mem[34], instruction_mem[33], instruction_mem[32]} <= 32'b1110_00_0_0000_0_0111_1000_000000000011;  
            {instruction_mem[39], instruction_mem[38], instruction_mem[37], instruction_mem[36]} <= 32'b1110_00_0_1111_0_0000_1001_000000000110;  
            {instruction_mem[43], instruction_mem[42], instruction_mem[41], instruction_mem[40]} <= 32'b1110_00_0_0001_0_0100_1010_000000000101;  
            {instruction_mem[47], instruction_mem[46], instruction_mem[45], instruction_mem[44]} <= 32'b1110_00_0_1010_1_1000_0000_000000000110;  
            {instruction_mem[51], instruction_mem[50], instruction_mem[49], instruction_mem[48]} <= 32'b0001_00_0_0100_0_0001_0001_000000000001;  
            {instruction_mem[55], instruction_mem[54], instruction_mem[53], instruction_mem[52]} <= 32'b1110_00_0_1000_1_1001_0000_000000001000;  
            {instruction_mem[59], instruction_mem[58], instruction_mem[57], instruction_mem[56]} <= 32'b0000_00_0_0100_0_0010_0010_000000000010;  
            {instruction_mem[63], instruction_mem[62], instruction_mem[61], instruction_mem[60]} <= 32'b1110_00_1_1101_0_0000_0000_101100000001;  
            {instruction_mem[67], instruction_mem[66], instruction_mem[65], instruction_mem[64]} <= 32'b1110_01_0_0100_0_0000_0001_000000000000;  
            {instruction_mem[71], instruction_mem[70], instruction_mem[69], instruction_mem[68]} <= 32'b1110_01_0_0100_1_0000_1011_000000000000;  
            {instruction_mem[75], instruction_mem[74], instruction_mem[73], instruction_mem[72]} <= 32'b1110_01_0_0100_0_0000_0010_000000000100;  
            {instruction_mem[79], instruction_mem[78], instruction_mem[77], instruction_mem[76]} <= 32'b1110_01_0_0100_0_0000_0011_000000001000;  
            {instruction_mem[83], instruction_mem[82], instruction_mem[81], instruction_mem[80]} <= 32'b1110_01_0_0100_0_0000_0100_000000001101;  
            {instruction_mem[87], instruction_mem[86], instruction_mem[85], instruction_mem[84]} <= 32'b1110_01_0_0100_0_0000_0101_000000010000;  
            {instruction_mem[91], instruction_mem[90], instruction_mem[89], instruction_mem[88]} <= 32'b1110_01_0_0100_0_0000_0110_000000010100;  
            {instruction_mem[95], instruction_mem[94], instruction_mem[93], instruction_mem[92]} <= 32'b1110_01_0_0100_1_0000_1010_000000000100;  
            {instruction_mem[99], instruction_mem[98], instruction_mem[97], instruction_mem[96]} <= 32'b1110_01_0_0100_0_0000_0111_000000011000;  
            {instruction_mem[103], instruction_mem[102], instruction_mem[101], instruction_mem[100]} <= 32'b1110_00_1_1101_0_0000_0001_000000000100;  
            {instruction_mem[107], instruction_mem[106], instruction_mem[105], instruction_mem[104]} <= 32'b1110_00_1_1101_0_0000_0010_000000000000;  
            {instruction_mem[111], instruction_mem[110], instruction_mem[109], instruction_mem[108]} <= 32'b1110_00_1_1101_0_0000_0011_000000000000;  
            {instruction_mem[115], instruction_mem[114], instruction_mem[113], instruction_mem[112]} <= 32'b1110_00_0_0100_0_0000_0100_000100000011;  
            {instruction_mem[119], instruction_mem[118], instruction_mem[117], instruction_mem[116]} <= 32'b1110_01_0_0100_1_0100_0101_000000000000;  
            {instruction_mem[123], instruction_mem[122], instruction_mem[121], instruction_mem[120]} <= 32'b1110_01_0_0100_1_0100_0110_000000000100;  
            {instruction_mem[127], instruction_mem[126], instruction_mem[125], instruction_mem[124]} <= 32'b1110_00_0_1010_1_0101_0000_000000000110;  
            {instruction_mem[131], instruction_mem[130], instruction_mem[129], instruction_mem[128]} <= 32'b1100_01_0_0100_0_0100_0110_000000000000;  
            {instruction_mem[135], instruction_mem[134], instruction_mem[133], instruction_mem[132]} <= 32'b1100_01_0_0100_0_0100_0101_000000000100;  
            {instruction_mem[139], instruction_mem[138], instruction_mem[137], instruction_mem[136]} <= 32'b1110_00_1_0100_0_0011_0011_000000000001;  
            {instruction_mem[143], instruction_mem[142], instruction_mem[141], instruction_mem[140]} <= 32'b1110_00_1_1010_1_0011_0000_000000000011;  
            {instruction_mem[147], instruction_mem[146], instruction_mem[145], instruction_mem[144]} <= 32'b1011_10_1_0_111111111111111111110111   ;  
            {instruction_mem[151], instruction_mem[150], instruction_mem[149], instruction_mem[148]} <= 32'b1110_00_1_0100_0_0010_0010_000000000001;  
            {instruction_mem[155], instruction_mem[154], instruction_mem[153], instruction_mem[152]} <= 32'b1110_00_0_1010_1_0010_0000_000000000001;  
            {instruction_mem[159], instruction_mem[158], instruction_mem[157], instruction_mem[156]} <= 32'b1011_10_1_0_111111111111111111110011   ;  
            {instruction_mem[163], instruction_mem[162], instruction_mem[161], instruction_mem[160]} <= 32'b1110_01_0_0100_1_0000_0001_000000000000;  
            {instruction_mem[167], instruction_mem[166], instruction_mem[165], instruction_mem[164]} <= 32'b1110_01_0_0100_1_0000_0010_000000000100;  
            {instruction_mem[171], instruction_mem[170], instruction_mem[169], instruction_mem[168]} <= 32'b1110_01_0_0100_1_0000_0011_000000001000;  
            {instruction_mem[175], instruction_mem[174], instruction_mem[173], instruction_mem[172]} <= 32'b1110_01_0_0100_1_0000_0100_000000001100;  
            {instruction_mem[179], instruction_mem[178], instruction_mem[177], instruction_mem[176]} <= 32'b1110_01_0_0100_1_0000_0101_000000010000;  
            {instruction_mem[183], instruction_mem[182], instruction_mem[181], instruction_mem[180]} <= 32'b1110_01_0_0100_1_0000_0110_000000010100;  
            {instruction_mem[187], instruction_mem[186], instruction_mem[185], instruction_mem[184]} <= 32'b1110_10_1_0_111111111111111111111111   ;  
        end
    end
endmodule
module Mux#(parameter w = 32)(input[w-1:0] in1, in2, input sel, output[w-1:0] out);
    assign out = sel ? in1 : in2;
endmodule
module PC_Reg(input [31:0] in, input freeze, rst, clk, output reg [31:0] out);
    always@(posedge clk, posedge rst)begin
        if(rst)
            out <= 32'b0;
        else if(!freeze)
            out <= in;
    end
endmodule
```
==> flow_summary.toml <==
# physical design summary
[outcome]
run_status = "complete, no violations"

[detailed_routing]
dr.first_iter.drc_count = 2292
wl_per_cell_um = 29.7
routed_wl_um = 58800
num_antenna_cells = 0
via_per_inst = 7.51
drc_errors = 0
vias = 14900
antenna_left = 0
first_pass_iters = 9

[synthesis]
yosys_most_used_dff = "dfrtp_1"
ys_chip_area_mm2 = 0.0106
synth_xor_xnor_area_share_pct = 6.78
syn-mean-instance-area_um2 = 6.51
top_logic_kind = "simple AND/OR/NAND/NOR gates"
ys_cells = 1632
ys_warn_count = 107
yosysUniqueCellTypes = 105
ys_sh_simple_pct = 36.5
ys_seq_share_pct = 7.53
syn_inst = 1632
ys_sh_adder_pct = 0.824
muxShareOfSynthArea_pct = 3.07
synth-edff-count = 0
top_cell_area_share_pct = 7.53
yosysTopAreaCell = "dfrtp_1"
netlist_top_cells_area = "dfrtp_1 7.5%, nand2_1 6.7%, o21ai_0 5.4%"
async_flop_share_pct = 100
ys.flops = 32
netlist_area_mm2 = 0.0106
aoi_share_pct = 36.0

[global_route]
grt_max_degree = 62
use_met2_pct = 61.0
grt_antenna_before_repair = 0
grt_pass1_wl_um = 88200
met3_usage_pct = 13.7
grt_use_total_pct = 43.9
grt-busiest-layer = "met2"
gr-usage-met1_pct = 59.2
gr-total-overflow = 0
grt_pass1_vias = 14000

[placement]
dp_hpwl_um = 42100
port_buffers = 99
gp_congestion = 1.09

[timing]
maxSlewViolCount = 0
hold_slack_ns = 0.528
tightest_slew_ns = 1.01
rsz0062_at_grt = "no"
timing.fmax_mhz = 148
max-slew-margin-rel_pct = 31.2
period_minus_slack_ns = 6.74
timing.final.crit_share_pct = 96.3
fin_skew_ns = 0.00423
tns_ns = 0
setup_viol = 0
finalHoldViolations = 0

[clock_tree]
htree_levels = 2
cts-hold-fix-buffers = 0
clock_sinks = 32
path_clk_slew_ns = 0.05
numCtsBuffers = 5
clk_latency_ns = 0.27
cts_tree = "yes"
cts_root_buf = "clkbuf_16"
clockBufferDepth = 2

[cells_and_area]
regMostFlops = "pcReg.out"
largestRegisters = "pcReg.out: 32 flops"
fin_util_pct = 45.6
fill_cells = 2647
lay_top_count = "nand2_1"
largest_reg_flops = 32
syn_to_final_growth_pct = 11.8
lay_top_cells = "190 x nand2_1, 146 x nor2_1, 114 x o21ai_0"
drive_above_1_share_pct = 10.7

[floorplanning]
coreArea_mm2 = 0.0261
die_area_mm2 = 0.0272
fp-utilization_pct = 40.8
die_h_um = 165
pin_count = 100
num_rows = 59
die_w_um = 165

[setup_path]
r2r_slack_ns = 3.01
critPathRequiredTime_ns = 5.60
endpoint_kind = "output pin"
start_kind = "flip-flop"
arrival_ns = 5.34
path_class = "reg -> out"
crit_path_max_fanout = 23

[power_and_ir_drop]
finalPower_w = 0.00271
power_density_mw_per_mm2 = 228
power_leakage_nw = 3.98
ir_drop_mv = 0.116

[job]
openroad.warnings = 30
maxCapViolCount = 0

[hold_path]
hp-class = "reg -> reg"
[timing repair]
action,in CTS,in global routing
resized,0,3
setup buffers,0,0
endpoints found under the setup margin,0,5
hold endpoints to repair,0,0
[power by group]
group          total [W]  switching (W)  internal [W]
clock network   0.000220      0.0000796      0.000140
logic            0.00220        0.00141      0.000790
registers       0.000293      0.0000823      0.000211
[cells by family (layout without fill, tap and decap cells)]
family | after synthesis | after routing
and+or+nand+nor | 753 | 753
muxes | 32 | 32
adders and majority gates | 7 | 7
xor gates and xnor gates | 65 | 65
DFF | 32 | 32
AOI/OAI and AO/OA | 557 | 557
buffers and inverters | 186 | 201
[through the flow]
step,cells,setup WS (ns),cell area (um2)
finish,1982,0.259,11900
global route,1982,0.130,11900
CTS,1982,0.0866,11900
detailed placement,1974,0.385,11700
global placement,1974,0.275,11700
floorplan,1632,2.04,10600
[metal layers]
metal	vias up	part of all wire [%]
met5	-	0
met4	0	7.9
met2	1383	40
li1	6352	-
met1	6793	38
met3	363	14
[cell usage after synthesis, types with 7 or more instances]
cell         n
buf_4       25
nand3b_1     9
nor2_1     146
a22oi_1     17
xor2_1      10
or4_1        9
buf_2       49
nor2b_1     14
a32oi_1     14
nor4_1      38
a311oi_1     8
buf_6       17
o32ai_1     23
xnor2_1     41
o22ai_1     31
nand3_1     85
o21a_1       8
xnor2_2      8
a21o_1       7
nand4_1     56
dfrtp_1     32
nand2b_1    22
a211oi_1    30
a21oi_1    109
or2_2        8
mux2i_1     27
clkbuf_1    65
a221oi_1    11
o32a_1       8
nor3_1      87
a2111oi_0   12
o31ai_1     12
buf_1       11
and2_1      10
o21ai_0    114
nand2_1    190
inv_1       13
o211ai_1    18
ha_1         7
o2111ai_1   18
or3_1       10
and3_1      11
a31oi_1     32
[final cells by class]
class | instances | area, um2 | area share (%)
well taps | 335 | 419 | 3.53
multi-input cells | 1414 | 8890 | 74.8
flip-flops and latches | 32 | 811 | 6.82
clock inverters | 2 | 10.0 | 0.0842
repair buffers | 175 | 1550 | 13.1
inverters | 18 | 67.6 | 0.569
clock buffers | 6 | 139 | 1.17
[worst max-delay path, stage by stage, from the launching register on]
cell and delay [ns]:
dfrtp_2 0.40, ha_1 0.43, buf_4 0.33, xnor2_4 0.65, buf_4 0.38, nand2_1 0.32
a32oi_1 0.32, nor2_1 0.08, a311oi_2 0.58, nand4_1 0.25, nor4b_1 0.48, nand4b_1 0.23
nand4_1 0.14, clkdlybuf4s50_1 0.47
[path summary, 6_finish.rpt]
path,from,end,cells past startpoint
setup / recovery,pcReg.out[1]$_DFFE_PP0P_,instruction[19],13
hold / removal,pcReg.out[31]$_DFFE_PP0N_,pcReg.out[31]$_DFFE_PP0N_,2
setup reg to reg,pcReg.out[2]$_DFFE_PP0N_,pcReg.out[28]$_DFFE_PP0N_,11
hold reg to reg,pcReg.out[31]$_DFFE_PP0N_,pcReg.out[31]$_DFFE_PP0N_,2
max in group asynchronous,rst,pcReg.out[2]$_DFFE_PP0N_,3
min in group asynchronous,rst,pcReg.out[28]$_DFFE_PP0N_,3
