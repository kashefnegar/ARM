$ cat design.v
module Condition_Check(input[3:0] cond, NZCV, output reg cond_out);
  always@(*) begin
    case(cond)
      4'b0000: cond_out = NZCV[2];
      4'b0001: cond_out = ~NZCV[2];
      4'b0010: cond_out = NZCV[1];
      4'b0011: cond_out = ~NZCV[1];
      4'b0100: cond_out = NZCV[3];
      4'b0101: cond_out = ~NZCV[3];
      4'b0110: cond_out = NZCV[0];
      4'b0111: cond_out = ~NZCV[0];
      4'b1000: cond_out = NZCV[1] & ~NZCV[2]; 
      4'b1001: cond_out = ~NZCV[1] | NZCV[2];
      4'b1010: cond_out = (NZCV[3] == NZCV[0]);
      4'b1011: cond_out = (NZCV[3] != NZCV[0]);
      4'b1100: cond_out = ~NZCV[2] & (NZCV[3] == NZCV[0]); 
      4'b1101: cond_out = NZCV[2] | (NZCV[3] != NZCV[0]);
      4'b1110: cond_out = 1;
      default: cond_out = 1;      
    endcase
  end
endmodule
module Control_Unit(input[1:0] mode, input[3:0] opcode, input s, output reg mem_read, mem_write, wb_en, b, output reg [3:0] exe_cmd);
    always@(*) begin
        {mem_read, mem_write, b, wb_en} = 4'b0001;
        casez({mode, opcode, s})
            7'b01_0100_1: begin exe_cmd = 4'b0010; mem_read = 1'b1; end  
            7'b01_0100_0: begin exe_cmd = 4'b0010; mem_write = 1'b1; wb_en= 1'b0; end  
            7'b00_1010_1: begin exe_cmd = 4'b0100; wb_en = 1'b0; end  
            7'b00_1000_1: begin exe_cmd = 4'b0110; wb_en = 1'b0; end  
            7'b00_1101_?: begin exe_cmd = 4'b0001; end  
            7'b00_1111_?: begin exe_cmd = 4'b1001; end  
            7'b00_0100_?: begin exe_cmd = 4'b0010; end  
            7'b00_0101_?: begin exe_cmd = 4'b0011; end  
            7'b00_0010_?: begin exe_cmd = 4'b0100; end  
            7'b00_0110_?: begin exe_cmd = 4'b0101; end  
            7'b00_0000_?: begin exe_cmd = 4'b0110; end  
            7'b00_1100_?: begin exe_cmd = 4'b0111; end  
            7'b00_0001_?: begin exe_cmd = 4'b1000; end  
            7'b10_????_?: begin exe_cmd = 4'bx; b = 1'b1; wb_en= 1'b0; end  
            default: begin exe_cmd = 4'bx; wb_en = 1'b0; end
        endcase
    end
endmodule
module Hazard_Detection_Unit(input exe_wb_en, mem_wb_en, zero_src, two_src, exe_mem_read, forward_en, input [3:0] src1, src2, exe_dest, mem_dest, output reg hazard);
    always @(*) begin
        hazard = 1'b0;
        if(src1 == exe_dest && exe_wb_en && ~zero_src)
            hazard = ~forward_en | exe_mem_read;
        if(src1 == mem_dest && mem_wb_en && ~zero_src)
            hazard = ~forward_en;
        if(src2 == exe_dest && exe_wb_en && two_src && ~zero_src)
            hazard = ~forward_en | exe_mem_read;
        if(src2 == mem_dest && mem_wb_en && two_src && ~zero_src)
            hazard = ~forward_en;
    end
endmodule
module ID_Stage(input clk, rst, exe_wb_en, mem_wb_en, wb_en_in, exe_mem_read, forward_en, input [3:0] exe_dest, mem_dest, wb_dest, NZCV,
            input[31:0] instruction, result_wb,
            output[31:0] valRn, valR2, 
            output b, s, wb_en, mem_read, mem_write, imm, hazard,
            output[3:0] exe_cmd, dest, src1, src2, output[11:0] shift_operand, output[23:0] signed_imm);
    wire cond_out, mem_read_inter, mem_write_inter, wb_en_inter, b_inter, nop, two_src, zero_src;
    assign src1 = instruction[19:16];
    assign nop = (instruction[28:0] == 29'b0) ? 1'b1 : 1'b0;
    assign imm = instruction[25];
    assign dest = instruction[15:12];
    assign shift_operand = instruction[11:0];
    assign signed_imm = instruction[23:0];
    assign two_src = ~instruction[25] | mem_write_inter;
    assign zero_src = ({instruction[27:26], instruction[24:23], instruction[21]} == 5'b00111) ? 1'b1 : 1'b0;
    assign {b, wb_en, mem_read, mem_write, s} = (~cond_out | hazard | nop) ? 5'b0 : {b_inter, wb_en_inter, mem_read_inter, mem_write_inter, instruction[20]};
    Mux#(4) mux(instruction[15:12], instruction[3:0], mem_write_inter, src2);
    RegisterFile regFile(clk, rst, src1, src2, wb_dest, result_wb, wb_en_in, valRn, valR2);
    Condition_Check condCheck(instruction[31:28], NZCV, cond_out);
    Control_Unit contUnit(instruction[27:26], instruction[24:21], instruction[20], mem_read_inter, mem_write_inter, wb_en_inter, b_inter, exe_cmd);
    Hazard_Detection_Unit hazardUnit(exe_wb_en, mem_wb_en, zero_src, two_src, exe_mem_read, forward_en, src1, src2, exe_dest, mem_dest, hazard);
endmodule
module Mux#(parameter w = 32)(input[w-1:0] in1, in2, input sel, output[w-1:0] out);
    assign out = sel ? in1 : in2;
endmodule
module RegisterFile (input clk, rst, input[3:0] src1, src2, dest_wb, input [31:0] result_wb,
  input wb_en, output[31:0] reg1, reg2);
  reg [31:0] Regfile [15:0];
  assign reg1 = Regfile[src1];
  assign reg2 = Regfile[src2];
  always@(negedge clk, posedge rst)begin
    if(rst) begin
      Regfile[0] <= 32'd0;
      Regfile[1] <= 32'd1;
      Regfile[2] <= 32'd2;
      Regfile[3] <= 32'd3;
      Regfile[4] <= 32'd4;
      Regfile[5] <= 32'd5;
      Regfile[6] <= 32'd6;
      Regfile[7] <= 32'd7;
      Regfile[8] <= 32'd8;
      Regfile[9] <= 32'd9;
      Regfile[10] <= 32'd10;
      Regfile[11] <= 32'd11;
      Regfile[12] <= 32'd12;
      Regfile[13] <= 32'd13;
      Regfile[14] <= 32'd14;
      Regfile[15] <= 32'd15;
    end
    else if (wb_en)
      Regfile[dest_wb] <= result_wb;
  end
endmodule
$ cat constraint.sdc
current_design ID_Stage

set clk_period 6.3
set clk_io_pct 0.2

create_clock -name clk0 -period $clk_period [get_ports {clk}]

set non_clock_inputs [all_inputs -no_clocks]
set_input_delay [expr $clk_period * $clk_io_pct] -clock clk0 $non_clock_inputs
set_output_delay [expr $clk_period * $clk_io_pct] -clock clk0 [all_outputs]
$ cat run.sh
#!/bin/bash
# OpenROAD 26Q1-2900-gdf79404cd8, Yosys 0.63+post, stock flow scripts
make -C /OpenROAD-flow-scripts/flow DESIGN_CONFIG=/design/flow/config.mk WORK_HOME=/design/flow/orfs finish
$ cat config.mk
export PLATFORM = sky130hd
export DESIGN_NAME = ID_Stage
export DESIGN_NICKNAME = ID_Stage
export VERILOG_FILES = /design/flow/design.v
export SDC_FILE = /design/flow/constraint.sdc
export NUM_CORES = 4
export LEC_CHECK = 1
export CORE_UTILIZATION = 40
==> impl_metrics.py <==
# Auto-generated metrics
metrics = {
    "floorplan": {
        "num_rows": 95,
        "die_h_um": 265,
        "core_mm2": 0.0678,
        "ios": 210,
        "fp.dieW_um": 265,
        "fp_util": 0.407,
        "chip_area_mm2": 0.0700,
    },
    "yosys": {
        "ys_cells": 2382,
        "ys_area_mm2": 0.0276,
        "synth.most_common_cell": "mux2_2",
        "post-synth-top-area-fraction": 0.435,
        "netlist_area_mm2": 0.0276,
        "avgSynthCellArea_um2": 11.6,
        "netlist_instances": 2382,
        "synthDistinctLibCells": 75,
        "synth_flop_count": 512,
        "synth_area_leader_cell": "dfrtn_1",
        "yosys_warnings": 5,
        "ff_type": "dfrtn_1",
        "ys_seq_share": 0.466,
        "yosys-top-cells-count": "mux2_2 (520), dfrtn_1 (480), a22oi_1 (288)",
        "edf_count": 0,
        "synthTopCellsByArea": "dfrtn_1 (44%), mux2_2 (21%), a22oi_1 (7.8%)",
        "synth-async-reset-ratio": 1.00,
    },
    "cells_and_area": {
        "largest_register_ffs": 512,
        "final_util": 0.520,
        "fillers": 5686,
        "layoutNonFillerInstCount": 3630,
        "final_area_mm2": 0.0352,
        "regMostFlops": "regFile.Regfile",
        "final_layout_size_suffix_gt1_frac": 0.422,
        "reg_top3": "regFile.Regfile x512",
        "area_delta_synth_final_pct": 27.8,
    },
    "worst_hold_path": {
        "hold_class": "flip-flop to flip-flop",
    },
    "pwr": {
        "internal-power_mw": 7.63,
        "ir_drop_uv": 201,
        "p_leak_nw": 14.6,
        "power_per_cell_area_mw_per_mm2": 305,
        "switching_power_mw": 3.12,
        "pwr-share-comb": 0.211,
        "clockPowerShare": 0.339,
        "swShare": 0.290,
        "seq_power_share": 0.451,
    },
    "clock_tree": {
        "cts_made_buffers": 56,
        "ctsHoldBuffers": 0,
        "clkSinkCount": 512,
        "cts_tree": "yes",
        "clkTransAtPathRegs_ps": 50,
        "clock_path_buffers": 3,
        "clock_latency_ps": 590,
        "cts-root-buf": "clkbuf_16",
        "htreeDepth": 2,
    },
    "run": {
        "maxCapViolations": 0,
        "tool_warnings": 60,
    },
    "setup_path": {
        "startpoint": "regFile.Regfile[14][11]",
        "rrSetupSlack_ps": 5270,
        "r2r-end": "regFile.Regfile[7][30]",
        "cp-end-kind": "output pin",
        "required_ps": 5040,
        "path_max_fanout": 2,
        "cp-start-kind": "flip-flop",
        "critPathCapture": "valR2[11]",
        "worstPathArrival_ps": 5350,
        "reg2regPathDepth": 3,
        "crit-reg2reg-launch": "regFile.Regfile[7][30]",
        "critPathKind": "flip-flop to output pin",
    },
    "placement": {
        "place_congestion": 1.00,
        "dp.cells": 3417,
        "io_buffers": 209,
        "hpwl_um": 75600,
        "placed_area_mm2": 0.0321,
    },
    "global_route": {
        "grt_max_degree": 67,
        "grt_pass1_wl_um": 174000,
        "grt_util_all_layers": 0.360,
        "antenna_found_initial": 3,
        "grt_pass1_vias": 24600,
        "overflow": 0,
    },
    "sta": {
        "slew_headroom": 0.295,
        "final-hold-violation-count": 0,
        "rsz0062_at_grt": "yes",
        "tns_ps": -2910,
        "tightest_slew_ps": 1060,
        "fin_ws_ps": -314,
        "finalSetupViolCount": 33,
        "clock_skew_ps": 0,
        "maxSlewViolCount": 0,
    },
    "detailed_routing": {
        "drc": 0,
        "routed_via_density": 6.71,
        "firstDrtPassIters": 9,
        "drtIter0Drc": 2318,
        "antenna_left": 0,
        "wire_per_inst_um": 33.4,
        "vias": 24400,
        "drt_wl_total_um": 121000,
    },
    "outcome": {
        "violations": "negative setup slack",
        "outcome": "complete, but fails checks",
    },
}
==> per-layer routing <==
metal | track usage | wire length [um] | up-vias
met3 | 0.202 | 18800 | 493
met4 | 0.150 | 6880 | 8
met2 | 0.498 | 50900 | 1843
li1 | - | - | 9904
met1 | 0.468 | 44400 | 12100
met5 | 0.0229 | 136 | -
==> cell usage in the layout, fill, tap and decap left out, drive strengths merged, types with 7 or more instances in the layout <==
cell,count
a2111oi,14
o21ai,23
nor2,63
nand4,45
clkbuf,82
dfstp,32
a222oi,22
inv,52
o211ai,9
a22o,31
buf,340
o21a,32
a221oi,28
o31a,8
nor4,20
dlygate4sd2,8
o22a,31
nor2b,11
a211oi,14
nor3,14
nand2,61
a21oi,82
clkinv,11
mux2i,28
mux2,520
nand3,60
xor2,14
bufinv,10
or2,12
nand2b,19
nand3b,7
o2111ai,16
clkdlybuf4s50,142
and3,9
a31oi,11
dfrtn,480
o32a,21
a22oi,288
==> cells by family (layout without fill, tap and decap cells) <==
kind of cell              count (synthesis)  after routing  share of synthesized area
and+or+nand+nor                         357            357                     0.0738
xor gates and xnor gates                 20             20                    0.00635
other                                     0              1                          0
AOI/OAI and AO/OA                       663            663                      0.183
buffers and inverters                   281            655                     0.0478
muxes                                   549            549                      0.223
DFF                                     512            512                      0.466
==> layout make-up <==
cell class,instances,area [um^2],share of cell area
Multi-Input combinational cell,1589,14400,0.407
Sequential cell,512,12900,0.365
Antenna cell,1,2.50,0.0000710
Clock buffer,76,1570,0.0446
Inverter,19,75.1,0.00213
Timing Repair Buffer,502,4770,0.135
Clock inverter,58,526,0.0149
Tap cell,873,1090,0.0310
==> worst min-delay path by stage <==
stage	start	cells past startpoint	end
after CTS	regFile.Regfile[1][11]	1	regFile.Regfile[1][11]
final	regFile.Regfile[12][17]	1	regFile.Regfile[12][17]
after global routing	regFile.Regfile[10][11]	1	regFile.Regfile[10][11]
==> timing repair <==
action,in CTS,in global routing
cloned,0,0
setup buffers,73,11
setup endpoints to repair,64,54
pin swaps,181,97
gates resized,269,60
==> per-stage QoR <==
stage	hold WS [ps]	power, mW	setup slack [ps]
floorplan	454	5.91	-4810
global placement	469	6.85	-266
detailed placement	474	6.90	-227
CTS	477	10.7	-306
global route	488	11.2	-379
finish	481	10.8	-314
==> critical path, cell delays in order, from the launching register on <==
cell,delay [ps]
dfrtn_1,340
o21a_1,130
a2111oi_4,330
buf_4,170
nand3_2,50
o32a_1,430
buf_2,150
==> power groups by stage <==
stage | combinational (mW) | sequential [mW] | clock [mW]
after CTS | 2.20 | 4.81 | 3.67
after global routing | 2.42 | 4.93 | 3.82
final | 2.27 | 4.84 | 3.64
Power and IR drop assume default switching activity.
