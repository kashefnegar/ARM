==> /design/flow/design.v <==
module MEM_Stage(input clk, mem_read, mem_write, input [31:0] address, data, output [31:0] result);
    wire [7:0] startAddress = {address[7:2], 2'b0};
    reg [7:0] memory [0:255];
    assign result = {memory[startAddress + 3], memory[startAddress + 2], memory[startAddress + 1], memory[startAddress]};
    always @(posedge clk) begin
        if(mem_write) begin
            memory[startAddress + 3] <= data[31:24];
            memory[startAddress + 2] <= data[23:16];
            memory[startAddress + 1] <= data[15:8];
            memory[startAddress] <= data[7:0];
        end
    end
endmodule
==> /design/flow/run.sh <==
#!/bin/bash
# OpenROAD 26Q1-2900-gdf79404cd8, Yosys 0.63+post, stock flow scripts
make -C /OpenROAD-flow-scripts/flow DESIGN_CONFIG=/design/flow/config.mk WORK_HOME=/design/flow/orfs finish
==> /design/flow/config.mk <==
export PLATFORM = sky130hd
export DESIGN_NAME = MEM_Stage
export DESIGN_NICKNAME = MEM_Stage
export VERILOG_FILES = /design/flow/design.v
export SDC_FILE = /design/flow/constraint.sdc
export NUM_CORES = 4
export LEC_CHECK = 1
export CORE_UTILIZATION = 50
==> /design/flow/constraint.sdc <==
current_design MEM_Stage

set clk_period 30.8
set clk_io_pct 0.2

create_clock -name clk0 -period $clk_period [get_ports {clk}]

set non_clock_inputs [all_inputs -no_clocks]
set_input_delay [expr $clk_period * $clk_io_pct] -clock clk0 $non_clock_inputs
set_output_delay [expr $clk_period * $clk_io_pct] -clock clk0 [all_outputs]
==> impl_metrics.ini <==
; physical design summary
[cells_and_area]
post-route-util_pct = 57.2
layout-drive-gt1-share_pct = 29.0
largest_register_ffs = 2048
final_cell_mix = 2048 x edfxtp_1, 512 x mux4_2, 256 x a22oi_1, 201 x clkbuf_16, 161 x buf_4
reg_top3 = memory x2048
layout_top_cell = edfxtp_1
area_growth_pct = 13.2
regMostFlops = memory

[worst_setup_path]
crit_start = address[2]
startpoint_type = primary input
worst_ep_arrival_time_ns = 12.78
worstPathRequired_ns = 24.64
critPathMaxFanout = 51
critPathKind = primary input to output port
endpoint_kind = output port

[floorplanning]
core_area_sq_um = 153000
io_pins = 99
die_area_sq_um = 156000
die_h_microns = 395
die_w_microns = 395
num_rows = 143
fp_util_pct = 50.6

[logic_synthesis]
syn-instance-count = 3259
synthDistinctLibCells = 20
yosys_warnings = 1
syn_avg_cell_area_sq_um = 23.7
ys_seq_share_pct = 79.7
synth_area_sq_um = 77200
synth_flops = 2048
ys_chip_area_sq_um = 77200
ys_cells = 3259

[min_path]
min-delay-start = data[27]
hold_class = primary input to flip-flop

[route]
wl_per_cell_microns = 32.4
drc = 0
firstDrtPassIters = 7
ant_nets = 0
drt_iter0_drc = 2078
routed_wl_microns = 184000
via_per_inst = 6.24
vias = 35500

[clock_network]
clock_path_buffers = 3
cts_buffers = 196
ctsResizeCount = 0
clock_sinks = 2048
cts.clk_slew.worst_paths_ns = 0.06
cts_max_level = 4
cts_tree = yes
post_cts_buffers = 0
cts_root_buf = clkbuf_16
hold_buffers = 0

[timing]
fin_hold_ws_ns = 5.98
setup_tns_ns = 0
fmax_mhz = 52.8
period_used_pct = 61.5
slew_viol_final = 0
setup_viol = 0
finalHoldViolations = 0
tightest_slew_ns = 0.864
rsz0062_at_grt = false
slew_headroom_pct = 42.4
period_minus_slack_ns = 18.94

[power_and_ir_drop]
vdd_drop_max_mv = 0.0491
p_per_area_nw_per_um2 = 65.3
leakagePower_nw = 26.8

[job]
timing.max_cap.violations = 0
warnings = 56

[placed_design]
hpwl_microns = 98600
port_buffers = 71
place_congestion = 0.830

[global_route]
grt_max_degree = 105
gr-total-overflow = 0
grt_first_pass_wirelength_microns = 268000
track_usage_pct = 27.5
antenna_found_initial = 4
grt_pass1_vias = 40800

[run_status]
outcome = finished clean
## synthesized netlist by cell type
cell	count	area share, %
mux4_2	512	15
and2_1	1	0.0081
nand3_1	1	0.0065
nor3_1	64	0.42
nand3b_1	2	0.019
clkbuf_1	123	0.60
buf_2	37	0.24
or4_1	32	0.31
nand2_1	2	0.0097
nor2_1	1	0.0049
buf_6	8	0.12
buf_4	13	0.13
buf_1	22	0.11
nor2b_1	2	0.016
edfxtp_1	2048	80
or3b_2	1	0.011
a21oi_1	128	0.83
a22oi_1	256	2.5
nand2b_1	4	0.032
or2_2	2	0.016
## critical path, stage by stage
cell and delay [ns]:
buf_8 0.41, buf_4 0.69, buf_4 0.74, buf_4 0.71
buf_4 0.71, buf_4 0.54, buf_4 0.60, mux4_2 0.58
a22oi_1 0.25, a21oi_1 0.23, or4_1 0.55, clkdlybuf4s50_1 0.45
## final timing paths
check / end / slack (ns) / cells past startpoint
worst max-delay path: result[25] / 11.86 / 12
worst min-delay path: memory[203][3]$_DFFE_PP_ / 5.98 / 2
## routing by layer
layer  GRT usage, %  vias up  share of wire [%]
met2           38.1     2782                 47
met1           33.7    17600                 30
met3           23.5      342                 19
met4           7.75       17                3.7
met5           2.89        -               0.31
li1               -    14700                  -
## metrics by stage
stage	setup WS, ns	instances	power, W	cell area, sq um
after floorplan	16.60	3259	0.00329	77200
after global placement	11.71	5322	0.00340	81000
after detailed placement	11.60	5322	0.00341	81000
after CTS	11.57	5684	0.00575	87300
after global routing	11.11	5684	0.00588	87300
final	11.86	5685	0.00570	87300
## cells by family after synthesis
family,after synthesis,synth area share [%]
DFF,2048,79.7
muxes,512,14.9
AOI/OAI and AO/OA,384,3.32
buffers and inverters,203,1.19
and+or+nand+nor,112,0.851
## final cells by class
class | count | area (sq um)
multi-input combinational | 1008 | 15100
clock inverter | 114 | 1130
sequential | 2048 | 61500
timing repair buffer | 236 | 1850
clock buffer | 248 | 5210
tap | 2030 | 2540
fill | 10500 | 65300
antenna | 1 | 2.50
## report_power, final
group,total [W],internal (W),switching (W)
clock network,0.00235,0.00136,0.000990
logic,0.000261,0.0000982,0.000163
registers,0.00309,0.00309,0.00000408
total,0.00570,0.00455,0.00116
No activity file was given, so power comes from the tool's default toggle rates.
